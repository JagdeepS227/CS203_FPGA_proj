### flow/run.sh
#!/bin/bash
# OpenROAD 26Q1-2900-gdf79404cd8, Yosys 0.63+post, stock flow scripts
make -C /OpenROAD-flow-scripts/flow DESIGN_CONFIG=/design/flow/config.mk WORK_HOME=/design/flow/orfs finish
### flow/config.mk
export PLATFORM = sky130hd
export DESIGN_NAME = seg7decimal
export DESIGN_NICKNAME = seg7decimal
export VERILOG_FILES = /design/flow/design.v
export SDC_FILE = /design/flow/constraint.sdc
export NUM_CORES = 4
export LEC_CHECK = 1
export CORE_AREA = 10 10 93 93
export DIE_AREA = 0 0 103 103
### flow/constraint.sdc
current_design seg7decimal

set clk_period 2.8
set clk_io_pct 0.2

create_clock -name clk0 -period $clk_period [get_ports {clk}]

set non_clock_inputs [all_inputs -no_clocks]
set_input_delay [expr $clk_period * $clk_io_pct] -clock clk0 $non_clock_inputs
set_output_delay [expr $clk_period * $clk_io_pct] -clock clk0 [all_outputs]
### flow/design.v
`timescale 1ns / 1ps
module seg7decimal(
	input y,
    input clk,
    output reg [6:0] a_to_g,
    output reg [3:0] an,
    output wire dp
	 );
wire [1:0] s;	 
reg [3:0] digit;
wire [3:0] aen;
reg [19:0] clkdiv;
reg [15:0]x;
assign dp = 1;
assign s = clkdiv[19:18];
assign aen = 4'b1111;  
always @(*) begin
    if(y==0) begin
        x[3:0]=4'b0000;
        x[7:4]=4'b0001;
        x[11:8]=4'b0010;
        x[15:12]=4'b0011;
    end
    else
    begin
        x[3:0]=4'b0110;
        x[7:4]=4'b0101;
        x[11:8]=4'b0000;
        x[15:12]=4'b0100;
    end
end
always @(posedge clk) 
	case(s)
	0:digit = x[3:0];  
	1:digit = x[7:4];  
	2:digit = x[11:8];  
	3:digit = x[15:12];  
	default:digit = x[3:0];
	endcase
	always @(*)
case(digit)
0:a_to_g = 7'b0000110; 
1:a_to_g = 7'b0010010; 
2:a_to_g = 7'b1000000; 
3:a_to_g = 7'b1000111; 
4:a_to_g = 7'b0011001; 
5:a_to_g = 7'b0001000; 
6:a_to_g = 7'b0001001; 
default: a_to_g = 7'b0000000;  
endcase
always @(*)begin
an=4'b1111;
if(aen[s] == 1)
an[s] = 0;
end
always @(posedge clk  ) begin
clkdiv <= clkdiv+1;
end
endmodule
==> results_dict.tcl <==
# metrics dict for downstream scripts
set metrics [dict create \
    crit_path_end "an[0]" \
    first_iter_violations 14 \
    dp_cells 192 \
    ys_types 22 \
    p_comb_share_pct 2.5 \
    pre_cts_slack_ns 1.159 \
    drc 0 \
    fin_ws_ns 0.8672 \
    r2r_slack_ns 1.30 \
    whs_ns 0.4155 \
    ys_area_um2 1040 \
    grt_pass1_wl_um 2628 \
    worst-path-buf-inv 1 \
    die_y_um 103 \
    wl_um 1544 \
    worstReg2RegEnd "clkdiv[14]" \
    startpoint "clkdiv[19]" \
    instances_no_fill 196 \
    cp.depth 2 \
    drt-wirelength-per-cell_um 7.878 \
    cp_data_arrival_time_ns 1.37 \
    drv_slew 0 \
    cts_resized 0 \
    cts_buffer_depth 2 \
    pwr-share-clk_pct 34.7 \
    status "complete, no violations" \
    cts-root-buf "clkbuf_8" \
    crit_fanout 6 \
    die_area_um2 10610 \
    cts_sinks 27 \
    power_density_nw_per_um2 485.5 \
    grt_pass1_vias 593 \
    insertion_delay_ns 0.27 \
    skew_ns 0.001303 \
    sw_frac_of_total_pct 19.67 \
    irDropWorstVdd_uv 220.3 \
    seq_area_frac_synth_pct 51.99 \
    path_delay_family "buffers and inverters" \
    min_period_ns 1.933 \
    r2r_cells 5 \
    cts_buffers 3 \
    grt_max_degree 16 \
    diodes 0 \
    path_class "register to primary output" \
    p_seq_share_pct 62.9 \
    final.setup.tns_ns 0 \
    vias 669 \
    syn2layout_area_growth_pct 23.23 \
    ys_cells 103 \
    ys_warn_count 1 \
    power.internal_uw 499.6 \
    warning_count 25 \
    crit_slowest_cell "clkdlybuf4s50_1" \
    synth_area_um2 1040 \
    cts-hold-fix-buffers 0 \
    globalplace.congestion 0.7628 \
    syn_area_per_cell_um2 10.09 \
    htree_levels 1 \
    setup_viol 0 \
    reg2reg_from "clkdiv[0]" \
    hold_viol 0 \
    coreArea_um2 6756 \
    fp_util_pct 15.39 \
    fmax_mhz 517.4 \
    power_switching_uw 122.4 \
    synth_cells 103 \
    cts_tree "done" \
    io_pins 14 \
    ys.flops 27 \
    utilization_pct 18.96 \
    path_cells "or2_2 > clkdlybuf4s50_1" \
    worstSetupStartpointType "register" \
    crit_path_end_kind "primary output" \
    port_buffers 11 \
    hold_path.class "register to register" \
    grt.overflow.total 0 \
    leakagePower_uw 0.0005031 \
    dpl.hpwl_um 1196 \
    maxCapViolations 0 \
    finalCritPeriodShare_pct 69.03 \
    max_stage_delay_ns 0.42 \
    post-cts-setup-buffers 0 \
    clkTransAtPathRegs_ns 0.09 \
    dr.pass1.iters 2 \
    ant_nets 0 \
    rsz0062_at_grt "no" \
    grt_use_total_pct 3.036 \
    row_count 30 \
    die.size.x_um 103 \
    final_layout_size_suffix_gt1_share_pct 13.79 \
    antenna_found_initial 0 \
    required_ns 2.24 \
    routed_via_density 3.413 \
]
## per-stage QoR
stage               cell area, µm²  total power (µW)
finish                        1281             622.0
global route                  1281             649.8
CTS                           1281             632.5
detailed placement            1235             416.2
global placement              1235             416.2
floorplan                     1040             406.4
## worst min-delay path by stage
stage | startpoint | end | slack, ns | cells past startpoint
after CTS | clkdiv[0] | clkdiv[0] | 0.42 | 1
after global routing | clkdiv[0] | clkdiv[0] | 0.43 | 1
final | clkdiv[0] | clkdiv[0] | 0.42 | 1
## cells in the mapped netlist (all sizes together)
library cell / instances / area share (%)
xor2: 12 / 10
or2: 4 / 2.4
nand4: 2 / 1.2
nand3: 6 / 4.3
nand2b: 2 / 1.2
buf: 2 / 1.4
dfxtp: 27 / 52
conb: 2 / 0.72
ha: 1 / 1.2
or4: 1 / 1.1
and4: 2 / 1.7
xnor2: 7 / 5.9
inv: 4 / 1.4
or3: 4 / 2.4
and3: 1 / 0.60
nand2: 8 / 2.9
nor4: 2 / 2.6
nor2: 14 / 5.8
nor3: 2 / 0.96
## logic make-up after synthesis
family	Yosys count	synth area share (%)
flops	27	51.99
buf+inv	6	2.887
simple gates	48	27.20
fa+ha+maj	1	1.203
xor+xnor	19	16.00
other cells	2	0.7223
## state kept, by name, indices dropped and copies added, names as in the netlist
| signal | cells |
|---|---|
| digit | 7 |
| clkdiv | 20 |
## worst reg2reg max path: cells and delay by family (launching register included)
family / cells / cell delay [ns]
adder cells (fa/ha/maj): 1 / 0.24
AND/OR/NAND/NOR: 3 / 0.68
flip-flops: 1 / 0.38
XOR/XNOR: 1 / 0.14
## cells in the final DEF, fill, tap and decap left out, drive strengths merged
master and instances:
and3 1, and4 2, clkbuf 3, clkdlybuf4s50 11
clkinv 1, conb 2, dfxtp 27, ha 1
inv 4, nand2 8, nand2b 2, nand3 6
nand4 2, nor2 14, nor3 2, nor4 2
or2 4, or3 4, or4 1, xnor2 7
xor2 12
## power by group through the flow
stage	registers, µW	clock network, µW	logic, µW
finish	391	216	15.3
global route	392	241	17.0
CTS	391	225	15.9
## per-layer routing
layer  global-route usage [%]  vias to the layer above  part of all wire, %
met5                        0                        -                    0
met4                   0.1070                        0                    0
met3                    1.422                        0                  9.1
met2                    4.729                       15                   41
met1                    3.977                      296                   50
li1                         -                      358                    -
## area by class of cell
| class | instances | area (µm²) |
|---|---|---|
| multi-input combinational | 70 | 469.2 |
| tap | 80 | 100.1 |
| timing repair buffer | 11 | 110.1 |
| clock inverter | 1 | 5.005 |
| fill | 740 | 5475 |
| inverter | 4 | 15.01 |
| sequential | 27 | 540.5 |
| clock buffer | 3 | 41.29 |
Power and IR drop assume default switching activity.
