## /design/flow/design.v

```verilog
`timescale 1ns / 1ps
module sevenSegDisp(
   input clk,
   input clr,
   input start,
   input stop,
   input btnU,
   input wire A,B,C,E,F,H,I,J,K,L,O,P,S,U,
   output reg [15:0]led, 
   output reg [6:0] a_to_g,
   output reg [3:0] an,
   output wire dp
    );
  reg [25:0] clkdiv = 26'b0;
  wire [3:0] s;
  wire [3:0] s2;
  wire [1:0] c;
  wire [1:0] p;
  reg [3:0] state;
  wire [3:0] aen;
  reg [1:0] mode = 2;
  reg [3:0] rand_num;
  reg [3:0] rand_num2;
  reg [3:0] rand_seed = 4'b0001;
  reg [3:0] rand_seed1 = 4'b0011;
  reg [3:0] rand_seed2 = 4'b0111;
  reg [3:0] rand_seed3 = 4'b0101;
  reg [2:0] score = 4'b000;
  reg counted =0;
  assign dp = 1;
  assign p = clkdiv[19:18];
  assign s = rand_num[3:0];
  assign s2 = rand_num2[3:0];
  assign c = clkdiv[25:24];
  assign aen = 4'b1111;
  always@(posedge clk) begin
    if(clr==1)begin
       mode <= 2;       
       score <=0;
    end   
    else if(start==1) begin
       mode <= 1;      
       score <=0;
    end
    else if(stop==1) begin
       mode <= 0;      
       score <=0;
     end
    else if(btnU==1 || score >= 3) begin
              mode <= 3;      
    end
  end
  always @(*)begin
   if(mode == 1)
     case(s)
       0:state = 0;
       1:state = 1;
       2:state = 2;
       3:state = 3;
       4:state = 4;
       5:state = 5;
       6:state = 6;
       7:state = 7;
       8:state = 8;
       9:state = 9;
       10:state = 10;
       11:state = 11;
       12:state = 12;
       13:state = 13;
       14:state = 14;
       15:state = 15;
     endcase
   else if(mode == 2 )
     case(p)
        0:state = 13;
        1:state = 0;
        2:state = 8;
        3:state = 10;
     endcase
   else if(mode == 3 )
          case(p)
             0:state = 5;
             1:state = 0;
             2:state = 3;
             3:state = 13;
          endcase
   else if(mode == 0)
     case(s2)
        0:state = 0;
        1:state = 1;
        2:state = 2;
        3:state = 3;
        4:state = 4;
        5:state = 5;
        6:state = 6;
        7:state = 7;
        8:state = 8;
        9:state = 9;
        10:state = 10;
        11:state = 11;
        12:state = 12;
        13:state = 13;
        14:state = 14;
        15:state = 15;  
      endcase
    end
   always @(*)  begin
      case(state)
         0:a_to_g = 7'b0001000;          
         1:a_to_g = 7'b0000000;          
         2:a_to_g = 7'b1000110;          
         3:a_to_g = 7'b0000110;          
         4:a_to_g = 7'b0001110;          
         5:a_to_g = 7'b0001001;          
         6:a_to_g = 7'b1111001;          
         7:a_to_g = 7'b1100001;          
         8:a_to_g = 7'b1000111;          
         9:a_to_g = 7'b1000000;          
         10:a_to_g = 7'b0001100;         
         11:a_to_g = 7'b0010010;         
         12:a_to_g = 7'b1000001;         
         13:a_to_g = 7'b0010001;         
         14:a_to_g = 7'b0111111;         
         15:a_to_g = 7'b0111111;         
       default: a_to_g = 7'b0111111;     
       endcase
   end
 always @(*) begin
    if(mode == 2 || mode ==0 || mode == 3)
          begin  
            an=4'b1111;
            an[p]=0;            
           end 
    else if(mode ==1)
       case(c)
            0:an=4'b1110;
            1:an=4'b1101;
            2:an=4'b1011;
            3:an=4'b0111;
            default:an=4'b1111;
       endcase
  end
  always @(posedge clk ) begin
     if ( clr == 1)
        clkdiv <= 0;
     else if(start==1)
        begin
            clkdiv=0;     
        end    
     else if(stop==1)
        clkdiv<=0;
      else begin
        clkdiv <= clkdiv+1;
        if(clkdiv==0)begin
            counted=0;
           rand_num <= (rand_num+rand_seed)%14;
           rand_seed1 <= (rand_num+rand_seed)%14;
           rand_seed2 <= (rand_num+rand_seed1)%14;
           rand_seed3 <= (rand_num+rand_seed2)%14;
           if((rand_num+5)<=13)
                rand_seed <= rand_seed+2;
           else
                 rand_num <= (rand_num+rand_seed)%9;  
         end
      end
  end
  always@(*)begin
  if(p==0)
   rand_num2 = rand_num;
  else if(p==1)
   rand_num2 = (rand_num+rand_seed1)%14; 
  else if(p==2)
   rand_num2 = (rand_num+rand_seed2)%14;
  else
   rand_num2 = (rand_num+rand_seed3)%14;
  end
 always@(posedge clk) begin 
   if(mode==1  && counted == 0)
     begin
        if(state == 0 && A ==1)
            begin
               score <= score+1;
               counted = 1;
            end
         else if(state == 1 && B ==1)
            begin
               score <= score+1;
            end
         else if (state == 2 && C ==1)
             begin
               score <= score+1;
               counted = 1;
             end
         else if(state == 3 && E ==1)
             begin
               score <= score+1;
             end
         else if (state == 4 && F ==1)
             begin
               score <= score+1;
             end
         else if(state == 5 && H ==1)
             begin
               score <= score+1;
             end
         else if (state == 6 && I ==1)
             begin
               score <= score+1;
             end
         else if(state == 7 && J ==1)
             begin
               score <= score+1;
             end
         else if (state == 8 && L ==1)
             begin
               score <= score+1;
             end
         else if(state == 9 && O ==1)
             begin
               score <= score+1;
             end
         else if (state == 10 && P ==1)
             begin
               score <= score+1;
             end
         else if(state == 11 && S ==1)
             begin
               score <= score+1;
             end
         else if (state == 12 && U == 1)
             begin
               score <= score+1;
             end              
         end
   end
    always @(*)begin
    if(mode==3)
    case(clkdiv[25:22])
        0:led = 16'b0000000000000000;
        1:led = 16'b1000000000000001;
        2:led = 16'b1100000000000011;
        3:led = 16'b1110000000000111;
        4:led = 16'b1111000000001111;
        5:led = 16'b1111100000011111;
        6:led = 16'b1111110000111111;
        7:led = 16'b1111111001111111;
        8:led = 16'b1111111111111111;
        9:led = 16'b1111111001111111;
        10:led = 16'b1111110000111111;
        11:led = 16'b1111100000011111;
        12:led = 16'b1111000000001111;
        13:led = 16'b1110000000000111;
        14:led = 16'b1100000000000011;
        15:led = 16'b1000000000000001;
      endcase
    end
endmodule
```

## /design/flow/run.sh

```bash
#!/bin/bash
# OpenROAD 26Q1-2900-gdf79404cd8, Yosys 0.63+post, stock flow scripts
make -C /OpenROAD-flow-scripts/flow DESIGN_CONFIG=/design/flow/config.mk WORK_HOME=/design/flow/orfs finish
```

## /design/flow/config.mk

```make
export PLATFORM = sky130hd
export DESIGN_NAME = sevenSegDisp
export DESIGN_NICKNAME = sevenSegDisp
export VERILOG_FILES = /design/flow/design.v
export SDC_FILE = /design/flow/constraint.sdc
export NUM_CORES = 4
export LEC_CHECK = 1
export CORE_UTILIZATION = 30
```

## /design/flow/constraint.sdc

```tcl
current_design sevenSegDisp

set clk_period 6.2
set clk_io_pct 0.2

create_clock -name clk0 -period $clk_period [get_ports {clk}]

set non_clock_inputs [all_inputs -no_clocks]
set_input_delay [expr $clk_period * $clk_io_pct] -clock clk0 $non_clock_inputs
set_output_delay [expr $clk_period * $clk_io_pct] -clock clk0 [all_outputs]
```

==> impl_metrics.tcl <==
# implementation run metrics
set metrics [dict create \
    largest_area_cell "dfxtp_1" \
    io_pins 47 \
    warnings 58 \
    synthCells 553 \
    clockBufferDepth 2 \
    vias_per_cell 5.021 \
    worstPathArrival_ns 5.00 \
    grt_pass1_wl_um 17060 \
    async_flop_share_pct 0 \
    p_per_area_nw_per_um2 168.5 \
    comb_area_um2 3217 \
    chipArea_um2 16290 \
    synth_area_um2 4735 \
    outcome "finished, violations left" \
    ys_chip_area_um2 4735 \
    synth_flops 67 \
    dieHeight_um 127.6 \
    final_layout_size_suffix_gt1_share_pct 13.51 \
    yosysCellCount 553 \
    p_leak_nw 2.208 \
    required_ns 4.96 \
    clkTransAtPathRegs_ns 0.07 \
    final_cells 803 \
    final_hold_viol_count 0 \
    end_kind "output port" \
    io_buffers 31 \
    place.gp.congestion 0.8781 \
    grt.total_usage_pct 12.94 \
    failed_checks "setup timing" \
    rows 45 \
    drt_iter0_markers 353 \
    antenna_found_initial 0 \
    syn_area_per_cell_um2 8.562 \
    seqCellArea_um2 1453 \
    crit_type "flop to output port" \
    r2r_cells 13 \
    cts-htree-levels 2 \
    fin_skew_ns 0.003365 \
    max_freq_mhz 160.2 \
    cts.hold.buffers_added 0 \
    cts-buffers-inserted 5 \
    insertedDiodeCount 0 \
    unclocked_regs 16 \
    hold-worst-slack_ns 0.4704 \
    yosysTopAreaCellShare_pct 13.53 \
    die_x_um 127.6 \
    synth_cell_types 76 \
    drv_cap 0 \
    grt_max_degree 29 \
    drc 0 \
    grt_overflow 0 \
    wl_per_cell_um 12.90 \
    tightest_slew_ns 0.8143 \
    placed_cells 781 \
    design.core.area_um2 15310 \
    place_hpwl_um 7437 \
    slew_viol_final 0 \
    yosys_warnings 8 \
    synthTopCellsByArea "dfxtp_1, ha_1, edfxtp_1" \
    dr.pass1.iters 4 \
    area_delta_synth_final_pct 20.85 \
    hold_path_depth 1 \
    fp-utilization_pct 30.92 \
    crit_chain "buf_6 > buf_12 > ha_4 > fa_2 > xnor2_4 > nor3_2 > ha_4 > inv_2 > nand2_1 > or4_4 > xor2_2 > and3_4 > a2111oi_4 > o21ai_1 > dlxtn_2 > inv_2 > ha_4 > nand2b_4 > o22ai_2 > a21oi_1 > clkdlybuf4s50_1" \
    grt_pass1_vias 3625 \
    ant_nets 0 \
    cpPeakStageDelay_ns 0.48 \
    rsz0062_at_grt "true" \
    cts_root_buf "clkbuf_16" \
    final-setup-viol-count 4 \
    totalWireLength_um 10360 \
    period_needed_ns 6.244 \
    hold_path_class "flop to flop" \
    cts_tree "done" \
    fillers 1497 \
    ir_worst_vdd_mv 0.1216 \
    min_period_over_period_pct 100.7 \
    layout_setup_ws_ns -0.04415 \
    untimed_endpoints 32 \
    crit_slowest_cell "clkdlybuf4s50_1" \
    worst_setup_path_start_kind "flop" \
    edf_count 19 \
    max-slew-margin-rel_pct 45.21 \
    worst-path-max-fanout 18 \
    num_vias 4032 \
    crit_top_cell "ha_4" \
    synthFlopType "dfxtp_1" \
    clk_latency_ns 0.29 \
]
==> sequential cells by signal, indices dropped and copies added, names as in the netlist, named ones only <==
register	count
led	8
rand_seed	3
rand_num	4
an	4
state	4
rand_seed1	4
mode	2
clkdiv	26
rand_seed3	4
rand_seed2	4
==> logic make-up after synthesis <==
family                     count (synthesis)  synth area share, %
and+or+nand+nor                          187                20.35
AOI/OAI and AO/OA                        138                19.64
buffers and inverters                     67                6.395
adders and majority gates                 53                14.64
DFF                                       51                25.58
xor gates and xnor gates                  30                5.550
latches                                   16                5.074
muxes                                      9                2.616
other                                      2               0.1586
==> through the flow <==
step	cell area, µm²	setup WS, ns	TNS (ns)	utilization, %	power (mW)
4_1_cts	5588	0.02175	0	36.49	0.9553
3_3_place_gp	5241	-0.3508	-1.700	34.22	0.6338
2_1_floorplan	4761	0.6400	0	-	0.5834
3_5_place_dp	5241	-0.4206	-2.146	34.22	0.6407
5_1_grt	5722	-0.2580	-1.008	37.36	1.021
6_report	5722	-0.04415	-0.1169	37.36	0.9643
==> worst max-delay path: cells and delay by family, from the launching register on <==
family          cells  cell delay [ns]
compound gates      4             0.71
buf+inv             5             0.88
xor+xnor            2             0.34
flops               1             0.44
simple gates        5             1.09
fa+ha+maj           4             0.96
latches             1             0.29
==> Yosys cell counts, types with 9 or more instances <==
library cell  count
nor2_1           60
ha_1             49
a21oi_1          41
inv_1            37
dfxtp_1          32
nand2_1          28
o21ai_0          25
edfxtp_1         19
clkbuf_1         16
nand3_1          16
xnor2_1          16
xor2_1           14
nor3_1           11
nor4_1           10
buf_4             9
==> routing by layer <==
layer	vias up	track usage, %	wire (µm)
li1	2064	-	-
met4	0	1.384	121
met5	-	0	0
met1	1898	20.15	5369
met3	12	1.962	335
met2	58	19.99	4531
==> worst paths after layout <==
| check | startpoint | to | slack, ns |
|---|---|---|---|
| max | rand_num[0]$_DFFE_PP_ | a_to_g[2] | -0.04 |
| min | clkdiv[0]$_SDFF_PP0_ | clkdiv[0]$_SDFF_PP0_ | 0.47 |
| max reg2reg | rand_num[2]$_DFFE_PP_ | flop | 1.73 |
| min reg2reg | clkdiv[0]$_SDFF_PP0_ | clkdiv[0]$_SDFF_PP0_ | 0.47 |
==> layout by cell type, fill, tap and decap left out, drive strengths merged, types with 16 or more instances in the layout <==
| cell | count |
|---|---|
| a21oi | 42 |
| buf | 22 |
| clkdlybuf4s50 | 30 |
| dfxtp | 32 |
| edfxtp | 19 |
| ha | 49 |
| inv | 41 |
| nand2 | 28 |
| nand3 | 17 |
| nor2 | 60 |
| o21ai | 25 |
| xnor2 | 16 |
==> layout make-up <==
type                            instances  share of cell area (%)
Multi-Input combinational cell        426                   56.22
Sequential cell                        67                   25.39
Timing Repair Buffer                   53                   8.638
Tap cell                              211                   4.614
Inverter                               38                   2.493
Clock buffer                            5                   2.187
Clock inverter                          3                  0.4592
==> power breakdown <==
part	internal [mW]	total, mW	switching [mW]
clock network	0.154	0.288	0.134
logic	0.135	0.297	0.161
registers	0.368	0.380	0.0118
total	0.658	0.964	0.307
==> repair_timing <==
| action | 4_1_cts | 5_1_grt |
|---|---|---|
| cloned | 0 | 0 |
| setup buffers | 7 | 8 |
| setup endpoints to repair | 7 | 6 |
| pin swaps | 10 | 3 |
| gates resized | 33 | 15 |
Power is estimated from default activity; no workload was simulated.
