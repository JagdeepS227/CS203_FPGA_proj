==> ./config.mk <==
export PLATFORM = sky130hd
export DESIGN_NAME = seven_seg
export DESIGN_NICKNAME = seven_seg
export VERILOG_FILES = /design/flow/design.v
export SDC_FILE = /design/flow/constraint.sdc
export NUM_CORES = 4
export LEC_CHECK = 1
export CORE_AREA = 10 10 113 113
export DIE_AREA = 0 0 123 123
==> ./constraint.sdc <==
current_design seven_seg

set clk_period 3.8
set clk_io_pct 0.2

create_clock -name clk0 -period $clk_period [get_ports {clk}]

set non_clock_inputs [all_inputs -no_clocks]
set_input_delay [expr $clk_period * $clk_io_pct] -clock clk0 $non_clock_inputs
set_output_delay [expr $clk_period * $clk_io_pct] -clock clk0 [all_outputs]
==> ./run.sh <==
#!/bin/bash
# OpenROAD 26Q1-2900-gdf79404cd8, Yosys 0.63+post, stock flow scripts
make -C /OpenROAD-flow-scripts/flow DESIGN_CONFIG=/design/flow/config.mk WORK_HOME=/design/flow/orfs finish
==> ./design.v <==
`timescale 1ns / 1ps
module seven_seg(
	 input [15:0] x,
    input clk,
    output reg [6:0] a_to_g,
    output reg [3:0] an,
    output wire dp 
	 );
wire [1:0] s;	 
reg [3:0] digit;
wire [3:0] aen;
reg [19:0] clkdiv;
assign dp = 1;
assign s = clkdiv[19:18];
assign aen = 4'b1111;  
always @(posedge clk) 
	case(s)
	0:digit = x[3:0];  
	1:digit = x[7:4];  
	2:digit = x[11:8];  
	3:digit = x[15:12];  
	default:digit = x[3:0];
	endcase
	always @(*)
case(digit)
0:a_to_g = 7'b1000000; 
1:a_to_g = 7'b1111001; 
2:a_to_g = 7'b0100100; 
3:a_to_g = 7'b0110000; 
4:a_to_g = 7'b0011001; 
5:a_to_g = 7'b0010010; 
6:a_to_g = 7'b0000010; 
7:a_to_g = 7'b1111000; 
8:a_to_g = 7'b0000000; 
9:a_to_g = 7'b0010000; 
'hA:a_to_g = 7'b0111111;  
'hB:a_to_g = 7'b1111111;  
'hC:a_to_g = 7'b1110111;
default: a_to_g = 7'b0000000;  
endcase
always @(*)begin
an=4'b1111;
if(aen[s] == 1)
an[s] = 0;
end
always @(posedge clk) begin
clkdiv <= clkdiv+1;
end
endmodule
==> out/results.ini <==
[outcome]
run_status=completed

[floorplan]
initial_core_util=0.1210
die_area_um2=15130
io_pins=29
die_y_um=123
rows=37
die_w_um=123
core_area_um2=10320

[yosys]
yosysWarnings=1
syn-instance-count=118
yosys-stat-cells=118
ys_seq_share=0.4329
synth_area_per_cell_um2=10.58
synth_area_um2=1249
ys_types=31
yosys-stat-area_um2=1249
ys_ff=27

[final_timing]
min_period_ns=2.326
setup_tns_ns=0
hold_viol=0
clock_skew_ns=0.001810
grt_setup_unrepaired=false
setup_violations=0
period_used_share=0.6121
max_freq_mhz=429.9
drv_slew=0

[worst_hold_path]
hold_path_class=register to register
hold_depth=1

[cts]
cts_sinks=27
cts_resized=0
cts_hold_repair.buffers=0
cts_setup_buffers=0
cts_tree=done
root_buffer=clkbuf_8
clkSlewWorstSetupHoldPaths_ns=0.09
clk_latency_ns=0.27
htreeDepth=1
cts_made_buffers=3
clk_path_buf_depth=2

[power]
p_switching_mw=0.1077
power_density_nw_per_um2=299.6
intPower_mw=0.4016
power_frac_clock=0.323
peakVddDrop_mv=0.1348
fin_total_pwr_mw=0.5094
combPwrFrac=0.105
p_leak_nw=0.6503
p_seq_frac=0.572
swShare=0.2115

[detailed_routing]
ant_nets=0
drc_errors=0
viasPerCell=3.068
diodes=0
avgRoutedWirePerCell_um=8.996
first_iter_violations=62
vias=862
wl_um=2528
detail_route.first_pass.iterations=4

[setup_path]
crit_cells=7
crit_end=a_to_g[5]
r2r_start=clkdiv[18]
cp.arrival_ns=2.53
required_ns=4.01
worstReg2RegEnd=a_to_g[5]
critPathLaunchType=primary input
path_cells=clkdlybuf4s50_1 -> mux4_1 -> inv_1 -> ha_1 -> nand2b_1 -> o211a_1 -> o21bai_1
crit_family=multiplexers
worst_path_max_delay_cell=mux4_1
slowest_delay_ns=0.58
endpoint_kind=register
critical_path.startpoint=x[9]
critPathKind=primary input to register
cp.buffers_inverters=2
r2r_slack_ns=1.68
crit_fanout=5
reg2reg_depth=6

[final_layout]
stdcell_count=281
layout-drive-gt1-share=0.06897
final_area_um2=1700
final_util=0.1647
fillers=1124
area_delta_synth_final_pct=36.17
seq_area_um2=540.5
logic_area_um2=644.4

[global_routing]
overflow=0
grt_antenna_before_repair=0
grt_pass1_vias=828
grtUsageTotal=0.03177
grt_max_degree=17
grt_first_pass_wirelength_um=3857

[flow_run]
log.warning_count=29
drv_cap=0

[place]
dp_hpwl_um=2101
placedCellCount=277
portBuffers=27
gp_congestion=0.7355
dpl_cell_area_um2=1652

==> flip-flops by register name, summed over array words and instances (netlist names) <==
name and cells:
a_to_g 7, clkdiv 20
==> through the flow <==
step                      worst slack (ns)  hold slack [ns]
after global placement               1.223           0.4136
after floorplan                      1.728           0.3947
final                                1.474           0.4430
after detailed placement             1.209           0.4216
after CTS                            1.479           0.4456
after global routing                 1.378           0.4652
==> synth_stat cells <==
| cell | instances | area, um^2 |
|---|---|---|
| a31o_2 | 1 | 8.760 |
| mux4_1 | 2 | 52.55 |
| or2b_1 | 1 | 7.510 |
| nand2b_1 | 3 | 18.77 |
| mux4_2 | 2 | 45.04 |
| inv_1 | 7 | 26.28 |
| nand2_1 | 6 | 22.52 |
| a221o_1 | 1 | 10.01 |
| mux2_2 | 1 | 11.26 |
| conb_1 | 1 | 3.750 |
| dfxtp_1 | 27 | 540.5 |
| buf_6 | 2 | 22.52 |
| or2_2 | 1 | 6.260 |
| ha_1 | 6 | 75.07 |
| xnor2_1 | 8 | 70.07 |
| nand4_1 | 3 | 18.77 |
| buf_4 | 2 | 15.01 |
| o211a_1 | 1 | 10.01 |
| and4_1 | 2 | 17.52 |
| o21bai_1 | 1 | 7.510 |
| o21a_1 | 1 | 7.510 |
| o31ai_1 | 1 | 7.510 |
| mux2_4 | 1 | 15.01 |
| and3_1 | 3 | 18.77 |
| nor3_1 | 5 | 25.02 |
| nor3b_1 | 1 | 7.510 |
| nand3_1 | 9 | 45.04 |
| o21ai_0 | 2 | 10.01 |
| xor2_1 | 11 | 96.34 |
| a21o_1 | 1 | 7.510 |
| nor2_1 | 5 | 18.77 |
==> how the worst min path moves through the flow <==
stage	startpoint	endpoint	slack [ns]
after CTS	clkdiv[0]	clkdiv[0]	0.45
after global routing	clkdiv[0]	clkdiv[0]	0.47
final	clkdiv[0]	clkdiv[0]	0.44
==> power by group through the flow <==
stage     Clock (mW)  Sequential, mW  Combinational, mW
5_1_grt        0.184           0.292             0.0580
6_report       0.165           0.291             0.0534
4_1_cts        0.172           0.292             0.0542
==> layout make-up <==
type / instances / share of cell area
clock inverter: 1 / 0.004415
tap: 136 / 0.1001
multi-input combinational: 80 / 0.3790
clock buffer: 3 / 0.02428
inverter: 7 / 0.01545
timing repair buffer: 27 / 0.1589
sequential: 27 / 0.3179
==> cell usage in the layout (no fill, tap or decap), drive strengths merged, types with 2 or more instances in the layout <==
| cell type | n |
|---|---|
| clkdlybuf4s50 | 27 |
| nand2b | 3 |
| o21ai | 2 |
| and4 | 2 |
| ha | 6 |
| nand2 | 6 |
| nor2 | 5 |
| dfxtp | 27 |
| nand3 | 9 |
| xnor2 | 8 |
| inv | 7 |
| xor2 | 11 |
| clkbuf | 3 |
| nand4 | 3 |
| nor3 | 5 |
| mux4 | 4 |
| mux2 | 2 |
| and3 | 3 |
==> layer usage <==
| layer | wire (um) | vias up | track usage |
|---|---|---|---|
| li1 | - | 458 | - |
| met1 | 1142 | 390 | 0.03890 |
| met2 | 1219 | 14 | 0.05422 |
| met3 | 166 | 0 | 0.01341 |
| met4 | 0 | 0 | 0.0007278 |
| met5 | 0 | - | 0 |
==> cell families after synthesis <==
kind of cell | Yosys count | share of synthesized area
and+or+nand+nor | 39 | 0.1653
AOI/OAI and AO/OA | 9 | 0.05512
other | 1 | 0.003003
muxes | 6 | 0.09919
buffers and inverters | 11 | 0.05110
xor gates and xnor gates | 19 | 0.1333
adders and majority gates | 6 | 0.06012
DFF | 27 | 0.4329
==> worst register-to-register path, delay by kind of cell, from the launching register on <==
family	cells	cell delay, ns
simple gates	1	0.14
buf+inv	1	0.16
fa+ha+maj	1	0.17
flops	1	0.58
mux	1	0.70
compound gates	2	0.31
Power and IR drop assume default switching activity.
